--- flow/design.v ---
module DDS
(
	input	clk,
	input reset_n,
	input [31:0] in,
	output [11:0] out
);
	reg[31:0] DDSp  ;  
	reg[31:0] DDSd  ;  
	reg [7:0] sample ;
	reg [11:0] outReg ;
	assign out=outReg;
	initial begin
		DDSd=42949673 ;     
		DDSp=0;
		sample=0;
		outReg=0;
	end
	always @ (posedge clk or negedge reset_n) begin
		if (!reset_n) begin
			DDSp=0;
			sample=0;
		end
		else begin
			sample=DDSp[31:24]; 
			DDSp =DDSp+DDSd;
		end
	end
	always @ (sample) begin
		case(sample)
			8'd0: outReg<= 12'd2055;	
			8'd1: outReg<= 12'd2103;	
			8'd2: outReg<= 12'd2151;	
			8'd3: outReg<= 12'd2200;	
			8'd4: outReg<= 12'd2248;	
			8'd5: outReg<= 12'd2312;	
			8'd6: outReg<= 12'd2360;	
			8'd7: outReg<= 12'd2408;	
			8'd8: outReg<= 12'd2457;	
			8'd9: outReg<= 12'd2505;	
			8'd10: outReg<= 12'd2553;	
			8'd11: outReg<= 12'd2601;	
			8'd12: outReg<= 12'd2649;	
			8'd13: outReg<= 12'd2697;	
			8'd14: outReg<= 12'd2746;	
			8'd15: outReg<= 12'd2794;	
			8'd16: outReg<= 12'd2842;	
			8'd17: outReg<= 12'd2874;	
			8'd18: outReg<= 12'd2922;	
			8'd19: outReg<= 12'd2970;	
			8'd20: outReg<= 12'd3019;	
			8'd21: outReg<= 12'd3067;	
			8'd22: outReg<= 12'd3099;	
			8'd23: outReg<= 12'd3147;	
			8'd24: outReg<= 12'd3195;	
			8'd25: outReg<= 12'd3227;	
			8'd26: outReg<= 12'd3276;	
			8'd27: outReg<= 12'd3308;	
			8'd28: outReg<= 12'd3356;	
			8'd29: outReg<= 12'd3388;	
			8'd30: outReg<= 12'd3420;	
			8'd31: outReg<= 12'd3468;	
			8'd32: outReg<= 12'd3500;	
			8'd33: outReg<= 12'd3532;	
			8'd34: outReg<= 12'd3565;	
			8'd35: outReg<= 12'd3597;	
			8'd36: outReg<= 12'd3629;	
			8'd37: outReg<= 12'd3661;	
			8'd38: outReg<= 12'd3693;	
			8'd39: outReg<= 12'd3725;	
			8'd40: outReg<= 12'd3757;	
			8'd41: outReg<= 12'd3773;	
			8'd42: outReg<= 12'd3805;	
			8'd43: outReg<= 12'd3838;	
			8'd44: outReg<= 12'd3854;	
			8'd45: outReg<= 12'd3870;	
			8'd46: outReg<= 12'd3902;	
			8'd47: outReg<= 12'd3918;	
			8'd48: outReg<= 12'd3934;	
			8'd49: outReg<= 12'd3950;	
			8'd50: outReg<= 12'd3982;	
			8'd51: outReg<= 12'd3998;	
			8'd52: outReg<= 12'd4014;	
			8'd53: outReg<= 12'd4014;	
			8'd54: outReg<= 12'd4030;	
			8'd55: outReg<= 12'd4046;	
			8'd56: outReg<= 12'd4062;	
			8'd57: outReg<= 12'd4062;	
			8'd58: outReg<= 12'd4078;	
			8'd59: outReg<= 12'd4078;	
			8'd60: outReg<= 12'd4078;	
			8'd61: outReg<= 12'd4095;	
			8'd62: outReg<= 12'd4095;	
			8'd63: outReg<= 12'd4095;	
			8'd64: outReg<= 12'd4095;	
			8'd65: outReg<= 12'd4095;	
			8'd66: outReg<= 12'd4095;	
			8'd67: outReg<= 12'd4095;	
			8'd68: outReg<= 12'd4078;	
			8'd69: outReg<= 12'd4078;	
			8'd70: outReg<= 12'd4078;	
			8'd71: outReg<= 12'd4062;	
			8'd72: outReg<= 12'd4062;	
			8'd73: outReg<= 12'd4046;	
			8'd74: outReg<= 12'd4030;	
			8'd75: outReg<= 12'd4014;	
			8'd76: outReg<= 12'd4014;	
			8'd77: outReg<= 12'd3998;	
			8'd78: outReg<= 12'd3982;	
			8'd79: outReg<= 12'd3950;	
			8'd80: outReg<= 12'd3934;	
			8'd81: outReg<= 12'd3918;	
			8'd82: outReg<= 12'd3902;	
			8'd83: outReg<= 12'd3870;	
			8'd84: outReg<= 12'd3854;	
			8'd85: outReg<= 12'd3838;	
			8'd86: outReg<= 12'd3805;	
			8'd87: outReg<= 12'd3773;	
			8'd88: outReg<= 12'd3757;	
			8'd89: outReg<= 12'd3725;	
			8'd90: outReg<= 12'd3693;	
			8'd91: outReg<= 12'd3661;	
			8'd92: outReg<= 12'd3629;	
			8'd93: outReg<= 12'd3597;	
			8'd94: outReg<= 12'd3565;	
			8'd95: outReg<= 12'd3532;	
			8'd96: outReg<= 12'd3500;	
			8'd97: outReg<= 12'd3468;	
			8'd98: outReg<= 12'd3420;	
			8'd99: outReg<= 12'd3388;	
			8'd100: outReg<= 12'd3356;	
			8'd101: outReg<= 12'd3308;	
			8'd102: outReg<= 12'd3276;	
			8'd103: outReg<= 12'd3227;	
			8'd104: outReg<= 12'd3195;	
			8'd105: outReg<= 12'd3147;	
			8'd106: outReg<= 12'd3099;	
			8'd107: outReg<= 12'd3067;	
			8'd108: outReg<= 12'd3019;	
			8'd109: outReg<= 12'd2970;	
			8'd110: outReg<= 12'd2922;	
			8'd111: outReg<= 12'd2874;	
			8'd112: outReg<= 12'd2842;	
			8'd113: outReg<= 12'd2794;	
			8'd114: outReg<= 12'd2746;	
			8'd115: outReg<= 12'd2697;	
			8'd116: outReg<= 12'd2649;	
			8'd117: outReg<= 12'd2601;	
			8'd118: outReg<= 12'd2553;	
			8'd119: outReg<= 12'd2505;	
			8'd120: outReg<= 12'd2457;	
			8'd121: outReg<= 12'd2408;	
			8'd122: outReg<= 12'd2360;	
			8'd123: outReg<= 12'd2312;	
			8'd124: outReg<= 12'd2248;	
			8'd125: outReg<= 12'd2200;	
			8'd126: outReg<= 12'd2151;	
			8'd127: outReg<= 12'd2103;	
			8'd128: outReg<= 12'd2055;	
			8'd129: outReg<= 12'd2007;	
			8'd130: outReg<= 12'd1959;	
			8'd131: outReg<= 12'd1911;	
			8'd132: outReg<= 12'd1862;	
			8'd133: outReg<= 12'd1798;	
			8'd134: outReg<= 12'd1750;	
			8'd135: outReg<= 12'd1702;	
			8'd136: outReg<= 12'd1654;	
			8'd137: outReg<= 12'd1605;	
			8'd138: outReg<= 12'd1557;	
			8'd139: outReg<= 12'd1509;	
			8'd140: outReg<= 12'd1461;	
			8'd141: outReg<= 12'd1413;	
			8'd142: outReg<= 12'd1365;	
			8'd143: outReg<= 12'd1316;	
			8'd144: outReg<= 12'd1268;	
			8'd145: outReg<= 12'd1236;	
			8'd146: outReg<= 12'd1188;	
			8'd147: outReg<= 12'd1140;	
			8'd148: outReg<= 12'd1092;	
			8'd149: outReg<= 12'd1043;	
			8'd150: outReg<= 12'd1011;	
			8'd151: outReg<= 12'd963;	
			8'd152: outReg<= 12'd915;	
			8'd153: outReg<= 12'd883;	
			8'd154: outReg<= 12'd835;	
			8'd155: outReg<= 12'd802;	
			8'd156: outReg<= 12'd754;	
			8'd157: outReg<= 12'd722;	
			8'd158: outReg<= 12'd690;	
			8'd159: outReg<= 12'd642;	
			8'd160: outReg<= 12'd610;	
			8'd161: outReg<= 12'd578;	
			8'd162: outReg<= 12'd546;	
			8'd163: outReg<= 12'd513;	
			8'd164: outReg<= 12'd481;	
			8'd165: outReg<= 12'd449;	
			8'd166: outReg<= 12'd417;	
			8'd167: outReg<= 12'd385;	
			8'd168: outReg<= 12'd353;	
			8'd169: outReg<= 12'd337;	
			8'd170: outReg<= 12'd305;	
			8'd171: outReg<= 12'd273;	
			8'd172: outReg<= 12'd256;	
			8'd173: outReg<= 12'd240;	
			8'd174: outReg<= 12'd208;	
			8'd175: outReg<= 12'd192;	
			8'd176: outReg<= 12'd176;	
			8'd177: outReg<= 12'd160;	
			8'd178: outReg<= 12'd128;	
			8'd179: outReg<= 12'd112;	
			8'd180: outReg<= 12'd96;	
			8'd181: outReg<= 12'd96;	
			8'd182: outReg<= 12'd80;	
			8'd183: outReg<= 12'd64;	
			8'd184: outReg<= 12'd48;	
			8'd185: outReg<= 12'd48;	
			8'd186: outReg<= 12'd32;	
			8'd187: outReg<= 12'd32;	
			8'd188: outReg<= 12'd32;	
			8'd189: outReg<= 12'd16;	
			8'd190: outReg<= 12'd16;	
			8'd191: outReg<= 12'd16;	
			8'd192: outReg<= 12'd16;	
			8'd193: outReg<= 12'd16;	
			8'd194: outReg<= 12'd16;	
			8'd195: outReg<= 12'd16;	
			8'd196: outReg<= 12'd32;	
			8'd197: outReg<= 12'd32;	
			8'd198: outReg<= 12'd32;	
			8'd199: outReg<= 12'd48;	
			8'd200: outReg<= 12'd48;	
			8'd201: outReg<= 12'd64;	
			8'd202: outReg<= 12'd80;	
			8'd203: outReg<= 12'd96;	
			8'd204: outReg<= 12'd96;	
			8'd205: outReg<= 12'd112;	
			8'd206: outReg<= 12'd128;	
			8'd207: outReg<= 12'd160;	
			8'd208: outReg<= 12'd176;	
			8'd209: outReg<= 12'd192;	
			8'd210: outReg<= 12'd208;	
			8'd211: outReg<= 12'd240;	
			8'd212: outReg<= 12'd256;	
			8'd213: outReg<= 12'd273;	
			8'd214: outReg<= 12'd305;	
			8'd215: outReg<= 12'd337;	
			8'd216: outReg<= 12'd353;	
			8'd217: outReg<= 12'd385;	
			8'd218: outReg<= 12'd417;	
			8'd219: outReg<= 12'd449;	
			8'd220: outReg<= 12'd481;	
			8'd221: outReg<= 12'd513;	
			8'd222: outReg<= 12'd546;	
			8'd223: outReg<= 12'd578;	
			8'd224: outReg<= 12'd610;	
			8'd225: outReg<= 12'd642;	
			8'd226: outReg<= 12'd690;	
			8'd227: outReg<= 12'd722;	
			8'd228: outReg<= 12'd754;	
			8'd229: outReg<= 12'd802;	
			8'd230: outReg<= 12'd835;	
			8'd231: outReg<= 12'd883;	
			8'd232: outReg<= 12'd915;	
			8'd233: outReg<= 12'd963;	
			8'd234: outReg<= 12'd1011;	
			8'd235: outReg<= 12'd1043;	
			8'd236: outReg<= 12'd1092;	
			8'd237: outReg<= 12'd1140;	
			8'd238: outReg<= 12'd1188;	
			8'd239: outReg<= 12'd1236;	
			8'd240: outReg<= 12'd1268;	
			8'd241: outReg<= 12'd1316;	
			8'd242: outReg<= 12'd1365;	
			8'd243: outReg<= 12'd1413;	
			8'd244: outReg<= 12'd1461;	
			8'd245: outReg<= 12'd1509;	
			8'd246: outReg<= 12'd1557;	
			8'd247: outReg<= 12'd1605;	
			8'd248: outReg<= 12'd1654;	
			8'd249: outReg<= 12'd1702;	
			8'd250: outReg<= 12'd1750;	
			8'd251: outReg<= 12'd1798;	
			8'd252: outReg<= 12'd1862;	
			8'd253: outReg<= 12'd1911;	
			8'd254: outReg<= 12'd1959;	
			8'd255: outReg<= 12'd2007;	
			default outReg=12'd0;
		endcase
	end
endmodule
--- flow/run.sh ---
#!/bin/bash
# OpenROAD 26Q1-2900-gdf79404cd8, Yosys 0.63+post, stock flow scripts
make -C /OpenROAD-flow-scripts/flow DESIGN_CONFIG=/design/flow/config.mk WORK_HOME=/design/flow/orfs finish
--- flow/config.mk ---
export PLATFORM = sky130hd
export DESIGN_NAME = DDS
export DESIGN_NICKNAME = DDS
export VERILOG_FILES = /design/flow/design.v
export SDC_FILE = /design/flow/constraint.sdc
export NUM_CORES = 4
export LEC_CHECK = 1
export CORE_UTILIZATION = 30
--- flow/constraint.sdc ---
current_design DDS

set clk_period 5.7
set clk_io_pct 0.2

create_clock -name clk0 -period $clk_period [get_ports {clk}]

set non_clock_inputs [all_inputs -no_clocks]
set_input_delay [expr $clk_period * $clk_io_pct] -clock clk0 $non_clock_inputs
set_output_delay [expr $clk_period * $clk_io_pct] -clock clk0 [all_outputs]
==> results_slide.txt <==
Synthesis and Place & Route Summary

Clocking
  • Cts bufs inserted: 5
  • Reg clk slew, reported paths: 0.06 ns
  • Sink Count: 40
  • Post-CTS Setup Bufs: 0
  • CTS H-tree lvls: 2
  • Post-CTS resize count: 0
  • TritonCTS clock tree: yes
  • Clk root buf: clkbuf_16
  • CTS Hold Buffers Added: 0
  • Clk latency late pin: 0.28 ns
  • CTS Buffer Depth: 2

Global routing
  • Vias in the first global route: about 3700
  • Pin count of the biggest net entering global routing: 75
  • Initial antenna violation count: 0
  • First-pass GRT wire length: 19500 um
  • GRT Residual Overflow: 0
  • Total GRT Usage: 0.173

Critical path
  • CP peak stage delay: 0.78 ns
  • Crit path DRT: 4.56 ns
  • Critical Path Source: sample[0]
  • Slowest cell on crit path: dfrtp_1
  • Worst Path Buf+Inv: 3
  • Arrival time at the worst endpoint: 3.82 ns
  • Critical Path End Type: primary output
  • Crit path kind: reg -> out
  • RR Endpoint: DDSp[18]
  • Crit path max fanout: 18
  • CP top delay family: buffers and inverters
  • Origin of the critical flop-to-flop path: DDSp[0]
  • CP Cell Sequence: inv_1 > ha_1 > inv_1 > mux4_2 > a211oi_1 > o22ai_1 > a221oi_2 > clkdlybuf4s50_1
  • Reg2reg setup slack: 3.64 ns
  • Worst setup SP type: register
  • Critical path's most frequent cell: inv_1
  • R2R depth: 6

Timing
  • Final Hold Vio Count: 0
  • Final cycle utilization of the critical path: 0.869
  • Least-Margin Pin Slew: slightly below 0.8 ns
  • Final setup vio count: 0
  • RSZ-0062 raised after global routing: no
  • Fmax: between 200 and 250 MHz
  • Final clock skew: roughly 0.0055 ns
  • Slew margin rel.: 0.474
  • Fin. max-slew vios: 0
  • Setup TNS Final: 0 ns
  • Min Tclk post-route: 4.96 ns

Finish
  • Non-Filler Instances: 677
  • Fin util: 0.335
  • Layout cells sized above 1: 0.0778
  • Design area: 4460 um^2
  • Layout overhead on the synthesized area: 8.26%

Place
  • DP Area: 4290 um^2
  • PortBufs: 13
  • GPL Wtd Cong: 0.947
  • Post-placement cell count: 669
  • Hpwl dp: roughly 7900 um

Worst hold path
  • Hold_sp: DDSp[31]
  • Hold path cells: 0
  • Hold path endpoint: sample[7]
  • Hold Crit Class: reg -> reg

Route
  • Via count: 4002
  • Antenna fix cells: 0
  • Initial DRC count: slightly above 400
  • Drt total wl: 11700 um
  • Vias per cell: just under 6
  • DRT Pass-1 Iters: 5
  • Antenna-violating nets left: 0
  • Avg WL per Cell: 17.3 um
  • DRC: 0

Synthesis
  • Mapped Cells: 518
  • Distinct lib cells used: between 70 and 80
  • Count of library flops with an enable pin: 0
  • Synth top area share: 0.243
  • Cell Area, Synth: 4120 um^2
  • Yosys chip area: 4120 um^2
  • Cell taking the most area after synthesis: dfrtp_1
  • Async SR Flop Fraction: 1.00
  • Main flop type: dfrtp_1
  • Ys Warns: 1
  • Top cells, area: dfrtp_1 24%, a21oi_1 5.3%, o21ai_0 4.6%
  • Flops after synth: about 40
  • Mean Syn Cell Area: 7.95 um^2
  • Ys cells: 518
  • Synth Seq Share: 0.243

Pwr
  • Leakage power: 1.66 nW
  • PD cells: 134 nW/um^2
  • VDD IR max: 0.000248 V

Status
  • Outcome: complete, no violations

Floorplanning
  • Core ar.: 13300 um^2
  • Die width: roughly 120 um
  • Floorplan core density: 0.310
  • Die area: 14200 um^2
  • I/O Pins: between 40 and 50
  • Die Ht: 119 um
  • Std-Cell Rows: 42

Flow run
  • Tool warnings: 67
  • Max Cap Viol: 0
worst max-delay path by stage:
stage         to  slack, ns  depth (start not counted)
6_report  out[6]       0.74                          8
4_1_cts   out[6]       0.79                          8
5_1_grt   out[6]       0.52                          8
state kept, by name (all words and copies together) (netlist names):
register and flops:
sample 8, DDSp 32
layout make-up:
class,instances,area [um^2]
clock buffer,5,125
clock inverter,3,42.5
fill,1370,8830
inverter,13,48.8
multi-input combinational,420,2840
sequential,40,1000
tap,176,220
timing repair buffer,20,178
cell families (layout without fill, tap and decap cells):
group	count (synthesis)	after routing	share of synthesized area
and+or+nand+nor	170	170	0.214
muxes	16	16	0.0544
DFF	40	40	0.243
AOI/OAI and AO/OA	192	192	0.320
xor gates and xnor gates	29	29	0.0616
buffers and inverters	58	41	0.0671
adders and majority gates	13	13	0.0395
cell usage after synthesis, drive strengths merged (14+ instances only):
cell    count
nor2       36
nand2      39
nor2b      18
o211ai     14
a21oi      44
clkbuf     17
dfrtp      40
nor3       14
xor2       15
xnor2      14
o21ai      38
buf        28
a211oi     15
report_power, final:
| group | internal (mW) | switching (mW) |
|---|---|---|
| sequential | 0.284 | 0 |
| clock | 0.205 | 0.102 |
| combinational | 0.000694 | 0.00511 |
cell usage in the layout (no fill, tap or decap), drive strengths merged, types with 10 or more instances in the layout:
cell and n:
inv 12, dfrtp 40, nand2b 13, clkdlybuf4s50 12, mux2i 10, ha 13, xor2 15, nor3 14
o211ai 14, nor2b 18, nand2 39, a21oi 44, o21ai 38, a211oi 15, nor2 36, xnor2 14
per-stage QoR:
step | hold slack, ns | setup WS (ns) | power, mW
after floorplan | 0.372 | 2.23 | 0.289
after global placement | 0.385 | 1.15 | 0.295
after detailed placement | 0.386 | 1.10 | 0.295
after CTS | 0.400 | 0.794 | 0.605
after global routing | 0.419 | 0.515 | 0.619
final | 0.397 | 0.744 | 0.597
metal layers:
metal,up-vias,global-route usage,routed length [um]
met2,181,0.258,5190
met3,17,0.0328,984
met4,0,0.0388,189
met5,-,0,0
li1,1905,-,-
met1,1899,0.262,5350
Power figures rest on the tool's default switching activity, not on a simulated workload.
